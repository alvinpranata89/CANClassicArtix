$ cat /design/flow/config.mk
export PLATFORM = sky130hd
export DESIGN_NAME = freq_divider
export DESIGN_NICKNAME = freq_divider
export VERILOG_FILES = /design/flow/design.v
export SDC_FILE = /design/flow/constraint.sdc
export NUM_CORES = 4
export LEC_CHECK = 1
export CORE_AREA = 10 10 70 70
export DIE_AREA = 0 0 80 80
$ cat /design/flow/constraint.sdc
current_design freq_divider

set clk_period 1.7
set clk_io_pct 0.2

create_clock -name clk0 -period $clk_period [get_ports {clk}]

set non_clock_inputs [all_inputs -no_clocks]
set_input_delay [expr $clk_period * $clk_io_pct] -clock clk0 $non_clock_inputs
set_output_delay [expr $clk_period * $clk_io_pct] -clock clk0 [all_outputs]
$ cat /design/flow/design.v
`timescale 1ns / 1ps
module freq_divider(
    input wire clk,
    output reg clk_out = 0
    );
    reg [2:0] counter = 0;  
    always @(posedge clk)
    begin
        if (counter == 4)  
            counter <= 0;
        else
            counter <= counter + 1;
    end
    always @(posedge clk)
    begin
        if (counter == 0)  
            clk_out <= ~clk_out;
    end
endmodule
$ cat /design/flow/run.sh
#!/bin/bash
# OpenROAD 26Q1-2900-gdf79404cd8, Yosys 0.63+post, stock flow scripts
make -C /OpenROAD-flow-scripts/flow DESIGN_CONFIG=/design/flow/config.mk WORK_HOME=/design/flow/orfs finish
==> results.tsv <==
stage	metric	value	unit
synthesis	ys.flops	4	
synthesis	yosysTopAreaCell	dfxtp_1	
critical_path	ff2ff_setup_slack	0.69	ns
sta	finalClockPeriodUsage	82.4	%
clock_network	ctsHoldBuffers	0	
drt	drt_iter0_markers	2	
synthesis	yosysUniqueCellTypes	9	
clock_network	cts_made_buffers	3	
floorplanning	initCoreUtil	4.80	%
floorplanning	die_width	80	um
critical_path	end_kind	output port	
clock_network	insertion_delay	0.24	ns
pwr	irDropWorstVdd	0.369	mV
critical_path	crit_type	flop to output port	
synthesis	syn-mean-instance-area	11.7	um2
drt	avgRoutedWirePerCell	4.26	um
synthesis	syn_area	164	um2
status	status	completed	
final_layout	final_cell_mix	inv_1, clkbuf_4, dfxtp_1	
sta	setup_tns	0	ns
clock_network	cts_resized	0	
sta	clock.fmax	0.714	GHz
synthesis	ys_cells	14	
sta	report.final.hold_viol_count	0	
critical_path	slowest_stage	clkdlybuf4s50_1	
synthesis	yosys.area_share.adder	15.3	%
critical_path	crit_buf_inv	1	
global_route	grt_overflow_total	0	
drt	vias	100	
drt	drc	0	
synthesis	synthDominantCellAreaShare	36.6	%
sta	relSlewSlack	89.7	%
drt	diodes	0	
critical_path	cp_data_arrival_time	1.06	ns
synthesis	yosys.area_share.simple	6.11	%
critical_path	cp_top_family	buffers and inverters	
placed_design	port_buffers	1	
final_layout	drive_above_1_share	21.1	%
critical_path	critPathMaxFanout	2	
global_route	grt_pass1_vias	121	
sta	worst_pin_slew	0.152	ns
sta	finalClockSkew	0.0136	ns
sta	period_minus_slack	1.40	ns
critical_path	crit_required	1.36	ns
pwr	p_per_area	890	nW/um2
synthesis	yosys_area	164	um2
global_route	track_usage	1.07	%
sta	setup_viol	0	
synthesis	ys_seq_share	55.0	%
drt	antenna_left	0	
critical_path	reg2reg_depth	3	
global_route	grt_max_degree	5	
synthesis	aoi_share	7.63	%
sta	slew_violations	0	
floorplanning	pin_count	2	
global_route	grt_pass1_wl	510	um
critical_path	cp_cell_sequence	clkdlybuf4s50_1	
global_route	antenna_found_initial	0	
final_layout	syn2layout_area_growth	57.3	%
sta	grt_setup_unrepaired	no	
critical_path	reg2reg_to	clk_out$_DFFE_PN_	
critical_path	critPathMaxStageDelay	0.48	ns
placed_design	routabilityCongestion	0.565	
floorplanning	rows	21	
job	cap_violations	0	
pwr	total_power	229	uW
pwr	power_leakage	0.0909	nW
floorplanning	dieArea	6400	um2
clock_network	tritoncts	built	
placed_design	place_hpwl	193	um
floorplanning	die_h	80	um
clock_network	ctsHtreeMaxLevel	1	
clock_network	cts_setup_buffers	0	
critical_path	crit_path_start_kind	flop	
hold_path	min_to	counter[0]$_SDFF_PN0_	
clock_network	cts_max_path_buffers	2	
floorplanning	fp.coreArea	3420	um2
synthesis	ys_sh_mux	9.16	%
clock_network	cts_sinks	4	
critical_path	reg2reg_from	counter[1]$_SDFF_PN0_	
job	tool_warnings	26	
final_layout	fillers	409	
drt	wirelength	277	um
synthesis	yosys_warnings	1	
synthesis	logic_family	adder cells	
drt	drt-vias-per-instance	1.54	
drt	firstDrtPassIters	2	
clock_network	clkTransAtPathRegs	0.05	ns
clock_network	cts_root_buf	clkbuf_4	
hold_path	worstHoldStart	counter[0]$_SDFF_PN0_	
hold_path	hold_depth	1	
hold_path	hold_path.class	flop to flop	
synthesis	syn_inst	14	
synthesis	topCellsByArea	dfxtp_1, edfxtp_1, ha_1	
synthesis	xor_share	0	%
## kinds of logic after synthesis
group / count (synthesis)
simple gates: 2
fa+ha+maj: 2
buf+inv: 3
flops: 4
mux: 1
compound gates: 2
## state kept, by name, summed over array words and instances (netlist names)
register	flops
clk_out	1
counter	3
## worst max path at each step
stage,cells past startpoint,slack [ns],start,endpoint
final,1,0.30,clk_out$_DFFE_PN_,clk_out
after global routing,1,0.24,clk_out$_DFFE_PN_,clk_out
after CTS,1,0.27,clk_out$_DFFE_PN_,clk_out
## area by class of cell
type / instances / area, um2 / area share, %
Clock buffer: 4 / 26.3 / 10.2
Inverter: 3 / 11.3 / 4.37
Multi-Input combinational cell: 7 / 62.6 / 24.3
Sequential cell: 4 / 90.1 / 35.0
Tap cell: 46 / 57.6 / 22.3
Timing Repair Buffer: 1 / 10.0 / 3.88
## synth_stat cells, drive strengths merged
cell and count:
a21boi 1, ha 2, nor2 1, inv 3, a21oi 1, nor2b 1, mux2 1, edfxtp 1
dfxtp 3
## per-layer routing
layer  GRT usage, %  wire, um  vias to the layer above
met5              0         0                        -
met4          0.528         0                        0
met3           1.14        36                        0
met2           1.12        88                        6
met1           1.27       153                       41
li1               -         -                       53
## stage by stage
step                      util [%]  hold slack, ns  setup slack [ns]  cells  area, um2
after detailed placement      6.78           0.458             0.539     61        231
final                         7.55           0.458             0.300     65        258
after floorplan                  -           0.417             0.742     14        164
after CTS                     7.55           0.465             0.272     65        258
after global placement        6.78           0.426             0.531     61        231
after global routing          7.55           0.479             0.242     65        258
## where the power goes
part / leakage [nW] / total [mW] / switching [mW] / internal (mW)
clock: 0.0150 / 0.132 / 0.0435 / 0.0883
sequential: 0.0358 / 0.0975 / 0 / 0.0975
combinational: 0.0401 / 0.0000000401 / 0 / 0
Power figures rest on the tool's default switching activity, not on a simulated workload.
