==> /design/flow/design.v <==
`timescale 1ns / 1ps
module CAN_RX (
    input wire clk,
    input wire can_rx_buf, 
    output reg SOF_detected=0,
    output reg receiving_frame,
    output reg can_rx,
    output reg [1:0] led,
    output reg [10:0] id_rx,     
    output reg [3:0] dlc_rx,     
    output reg [63:0] crc_rx,
    output reg [63:0] data_rx,   
    output reg [3:0] current_state=0,
    output reg [31:0] state_ascii,
    output reg red,
    output reg green,
    output reg blue,
    output reg debug_led,
    output reg [15:0]bit_counter, 
    output reg frame_valid=0  
);
    reg [14:0] crc_reg;
    reg rtr;
    reg r0;
    reg sof;
    reg [4:0] next_state;
    reg rst_n;
    parameter IDLE = 0, SOF = 1, ID_STATE = 2, RTR = 3, IDE = 4, R0 = 5, DLC_STATE = 6, 
              DATA_STATE = 7, CRC_STATE = 8, DEL1 = 9, ACK_STATE = 10, DEL2=11, EOF_STATE = 12;
    reg [3:0] data_length;
always @(*) begin
        case (current_state)
            IDLE:       state_ascii = "IDLE";  
            SOF:        state_ascii = "SOF ";  
            ID_STATE:   state_ascii = "ID  ";  
            RTR:        state_ascii = "RTR ";  
            IDE:        state_ascii = "IDE ";  
            R0:         state_ascii = "R0  ";  
            DLC_STATE:  state_ascii = "DLC ";  
            DATA_STATE: state_ascii = "DATA";  
            CRC_STATE:  state_ascii = "CRC ";  
            DEL1:       state_ascii = "DEL1";  
            ACK_STATE:  state_ascii = "ACK ";  
            DEL2:       state_ascii = "DEL2";  
            EOF_STATE:  state_ascii = "EOF ";  
            default:    state_ascii = "UNK ";  
        endcase
    end
always @(posedge clk)
begin   
    if (current_state == IDLE && !can_rx && !SOF_detected)begin
    SOF_detected <=1;
    receiving_frame <= 1'b1;
    end
    else begin
    if (current_state != IDLE && SOF_detected)
    SOF_detected <=1;
    end
    if (current_state == EOF_STATE && bit_counter==6 && SOF_detected)
    SOF_detected <=0;
end    
always @(negedge clk)
begin   
    if (receiving_frame) begin       
        current_state <= next_state;
    end        
    else begin
        current_state <= IDLE;
     end
end      
    always @(can_rx_buf) begin
        can_rx <= can_rx_buf; 
    end
    always @(bit_counter or receiving_frame or frame_valid or current_state or can_rx)
    begin: NEXT_STATE_LOGIC
        case (current_state)
            IDLE: 
                if (SOF_detected)
                    next_state <= ID_STATE; 
                else 
                    next_state = IDLE;
            SOF: 
                if (bit_counter == 1) 
                    next_state = ID_STATE; 
                else 
                    next_state = SOF;
            ID_STATE: 
                if (frame_valid && bit_counter == 10) 
                    next_state = RTR; 
                else 
                    next_state = ID_STATE;
            RTR: 
                if (frame_valid)
                    next_state = IDE; 
                else 
                    next_state = RTR;
            IDE: 
                if (frame_valid) 
                    next_state = R0; 
                else 
                    next_state = IDE;
            R0:
                if (frame_valid) 
                    next_state = DLC_STATE; 
                else 
                    next_state = R0;
            DLC_STATE: 
                if (frame_valid && bit_counter == 3) 
                    next_state = DATA_STATE; 
                else 
                    next_state = DLC_STATE;
            DATA_STATE: 
                if (frame_valid && bit_counter == (data_length * 8)) 
                    next_state = CRC_STATE; 
                else 
                    next_state = DATA_STATE;
            CRC_STATE: 
                if (frame_valid && bit_counter == 14) 
                    next_state = DEL1; 
                else 
                    next_state = CRC_STATE;
            DEL1: 
                if (frame_valid) 
                    next_state = ACK_STATE; 
                else 
                    next_state = DEL1;        
            ACK_STATE: 
                if (frame_valid)
                    next_state = DEL2; 
                else 
                    next_state = ACK_STATE;
            DEL2: 
                if (frame_valid) 
                    next_state = EOF_STATE; 
                else 
                    next_state = DEL2;        
            EOF_STATE: 
                if (frame_valid && bit_counter == 6) 
                    next_state = IDLE; 
                else 
                    next_state = EOF_STATE;
            default: 
                next_state = IDLE;
        endcase 
    end	
always @(negedge clk)
begin
  case (current_state)
  IDLE: begin
             if (receiving_frame && !frame_valid) begin
                 frame_valid <= 1'b1;
                 debug_led <= 1'b0;
                 id_rx[10 - bit_counter] <= can_rx;   
                 bit_counter <= bit_counter + 1;
                end else begin
                end 
                end
  SOF: begin
                            red <= 1'b1;
                            green <= 1'b0; 
                            blue <= 1'b1;  
                   id_rx[10 - bit_counter] <= can_rx;          
                   bit_counter <= bit_counter + 1;  
                end
  ID_STATE:  begin
                    id_rx[10 - bit_counter] <= can_rx;
                    bit_counter <= bit_counter + 1;
                    if (bit_counter == 10) begin
                        bit_counter <= 0;
                    end
                end
   RTR:   begin
                end
                IDE:   begin                           
                end
                R0:   begin                        
                end
  DLC_STATE: begin 
                    case (bit_counter)
                        0: dlc_rx[3] <= can_rx;   
                        1: dlc_rx[2] <= can_rx;
                        2: dlc_rx[1] <= can_rx;
                        3: dlc_rx[0] <= can_rx;   
                    endcase
                    bit_counter <= bit_counter + 1;
                    if (bit_counter == 3) begin
                        bit_counter <= 1;
                        red <= 1'b1;
                         green <= 1'b1; 
                         blue <= 1'b0;  
                    end
                end
                DATA_STATE:  begin
                    case (dlc_rx)
                                    4'b0000: data_length = 0;        
                                    4'b0001: data_length = 1;        
                                    4'b0010: data_length = 2;       
                                    4'b0011: data_length = 3;       
                                    4'b0100: data_length = 4;       
                                    4'b0101: data_length = 5;       
                                    4'b0110: data_length = 6;       
                                    4'b0111: data_length = 7;       
                                    4'b1000: data_length = 8;       
                           default: data_length = 0;     
                     endcase
                    data_rx[((data_length*8))-bit_counter] <= can_rx;
                    bit_counter <= bit_counter + 1;
                    if (bit_counter == (data_length * 8) ) begin
                        bit_counter <= 0;
                        red <= 1'b1;
                            green <= 1'b0; 
                            blue <= 1'b0;  
                    end
                end
                CRC_STATE:  begin
                    crc_rx[bit_counter] <= can_rx;
                    bit_counter <= bit_counter + 1;
                    if (bit_counter == 14) begin
                        bit_counter <= 0;
                    end
                end
                DEL1:  begin
                end
                ACK_STATE:   begin
                end
                DEL2:  begin
                   red <= 1'b1;
                   green <= 1'b0; 
                   blue <= 1'b0;  
                end
                EOF_STATE:  begin
                    if (can_rx == 1'b1)    
                    bit_counter <= bit_counter + 1;
                    if (bit_counter == 4) begin
                        id_rx <= 11'b00000000000;
                        dlc_rx <= 4'b0000;
                    end      
                    if (bit_counter == 6) begin
                        bit_counter <= 0;
                        frame_valid <= 1'b0;   
                        debug_led <= 1'b1;
                        red <= 1'b0;
                        green <= 1'b1; 
                        blue <= 1'b1;
                    end
   end
   endcase                 
end   
endmodule
==> /design/flow/run.sh <==
#!/bin/bash
# OpenROAD 26Q1-2900-gdf79404cd8, Yosys 0.63+post, stock flow scripts
make -C /OpenROAD-flow-scripts/flow DESIGN_CONFIG=/design/flow/config.mk WORK_HOME=/design/flow/orfs finish
==> /design/flow/config.mk <==
export PLATFORM = sky130hd
export DESIGN_NAME = CAN_RX
export DESIGN_NICKNAME = CAN_RX
export VERILOG_FILES = /design/flow/design.v
export SDC_FILE = /design/flow/constraint.sdc
export NUM_CORES = 4
export LEC_CHECK = 1
export CORE_UTILIZATION = 50
==> /design/flow/constraint.sdc <==
current_design CAN_RX

set clk_period 8.8
set clk_io_pct 0.2

create_clock -name clk0 -period $clk_period [get_ports {clk}]

set non_clock_inputs [all_inputs -no_clocks]
set_input_delay [expr $clk_period * $clk_io_pct] -clock clk0 $non_clock_inputs
set_output_delay [expr $clk_period * $clk_io_pct] -clock clk0 [all_outputs]
==> impl_metrics.ini <==
; generated from flow reports
[global_route]
global_router_s_overall_resource_usage = 0.294
pin_count_of_the_biggest_net_entering_global_routing = 71
grt_remaining_overflow = 0
number_of_antenna_violations_at_the_first_check_in_global_routing = 0
vias_in_the_first_global_route = 10036
grt_first_pass_wirelength_um = 51600

[clocking]
numCtsBuffers = 17
clock-sinks = 173
clk_pin_slew_worst_paths_ns = 0.08
cts.root.buffer_cell = sky130_fd_sc_hd__clkbuf_16
worstSkewPairLatency_ns = 0.47
clock_tree.buffer_depth = 2
cts_tree = yes
clock_tree.htree_level_count = 4

[sta]
rsz0062_at_grt = false
final.setup.tns_ns = 0
hold_violations = 0
timing.hold.ws_ns = 0.548
worstMarginPinSlew_ns = 0.996
timing.final.setup_violations = 0
timing.final.max_slew_violations = 0
timing.final.ws_setup_ns = 0.227
maximum_clock_skew_at_final_layout_ns = 0.0351
max-slew-margin-rel = 0.334

[route]
route.vias.total = 10015
firstDrtPassIters = 5
n_antenna_cell = 0
drc = 0
drt-total-wl_um = 32400
route.detailed.wl_per_inst_um = 18.2
detail_route.vias_per_cell = 5.63
detail_route.iter0.violations = 719
drtAntennaViolNets = 0

[worst_hold_path]
hold_path_class = register to register

[placement]
hpwlAfterDp_um = 22100
placement.setup.worst_slack_ns = 0.580
gp_congestion = 0.933
placement.cell_area_mm2 = 0.0137
place.port_buffers = 196

[yosys]
synth_cells = 1146
yosysChipArea_mm2 = 0.0115
ys_cells = 1146
count_of_flip_flops_with_a_built_in_enable_after_synthesis = 168
flip_flop_and_latch_count_after_synthesis = 173
synthArstFlopShare = 0
per_instance_average_area_after_synthesis_um2 = 10.0
mappedNetlistArea_mm2 = 0.0115
ys_dominant_reg_cell = sky130_fd_sc_hd__edfxtp_1
synth-seq-area-share = 0.447
synth.yosys.warnings = 3
yosysUniqueCellTypes = 88

[run]
max_cap_violations = 0
warnings = 210

[pwr]
intPower_mw = 1.40
pwr_dens_mw_per_mm2 = 134
p_switching_mw = 0.607
static_leakage_nw = 5.13
combPwrFrac = 0.006
power.switching_fraction = 0.303
share_seq_of_total_power = 0.447
power.clock.fraction = 0.547
finalPower_mw = 2.00
ir_worst_vdd_mv = 0.124

[outcome]
run_status = finished, final reports clean

[worst_setup_path]
worst_path_largest_cell_delay_ns = 0.48
endpoint_required_time_on_the_critical_path_ns = 7.04
crit_fanout = 11
cp-end-kind = primary output
path_class = register to primary output
series_of_cell_instances_along_the_critical_path = inv_1 > ha_1 > nand2_1 > clkinvlp_4 > or2_2 > clkdlybuf4s50_1
crit_path_top_delay_cell = sky130_fd_sc_hd__dfxtp_1
crit_arrival_ns = 6.81
critical_path.startpoint_type = register

[finish]
final_cell_mix = sky130_fd_sc_hd__clkdlybuf4s50_1, sky130_fd_sc_hd__inv_1, sky130_fd_sc_hd__nor2_1
fraction_of_final_layout_cells_with_drive_strength_greater_than_1 = 0.0997
area_growth_syn_to_layout_pct = 30.1
layout.cells.most_common = sky130_fd_sc_hd__clkdlybuf4s50_1
layout.cell_area.non_filler_mm2 = 0.0150

[floorplan]
placement_rows = 55
io_pins = 207
die.size.x_um = 154
design.die.area_mm2 = 0.0236
core_area_mm2 = 0.0226
core_util_floorplan = 0.509
die_height_um = 154
registers in the layout (all words and copies together) (netlist names), 4 cells and up:
register and flops:
current_state 4, dlc_rx 4, data_length 4, crc_rx 64
bit_counter 16, id_rx 11, data_rx 64
layer usage:
layer | up-vias | track usage | part of all wire
met5 | - | 0 | 0
met4 | 0 | 0.0967 | 0.022
met3 | 41 | 0.124 | 0.085
met2 | 342 | 0.414 | 0.46
met1 | 4775 | 0.436 | 0.44
li1 | 4857 | - | -
final timing paths:
check / start / to / slack (ns) / cells after the start
max: current_state[1] / state_ascii[25] / 0.23 / 6
min: SOF_detected / SOF_detected / 0.55 / 2
max reg2reg: bit_counter[9] / SOF_detected / 1.35 / 10
min reg2reg: SOF_detected / SOF_detected / 0.55 / 2
synthesized netlist by cell type (all sizes together), types with 9 or more instances:
cell / count / share of area
nor2: 180 / 0.059
edfxtp: 168 / 0.44
mux2: 130 / 0.13
nand2: 109 / 0.036
clkbuf: 54 / 0.018
xnor2: 48 / 0.037
buf: 32 / 0.016
nand3: 32 / 0.014
o21ai: 30 / 0.013
a21oi: 28 / 0.012
nor3: 28 / 0.013
inv: 22 / 0.0072
mux2i: 21 / 0.018
ha: 19 / 0.021
xor2: 16 / 0.012
a211oi: 15 / 0.0098
nor2b: 15 / 0.0082
and2: 14 / 0.0076
nand4: 14 / 0.0082
nor4: 14 / 0.0076
or3: 11 / 0.0064
a21o: 10 / 0.0072
a31oi: 9 / 0.0049
cells by family (layout without fill, tap and decap cells):
group                      after synthesis  in the layout  synth area share
AOI/OAI and AO/OA                      157            157            0.0983
xor gates and xnor gates                65             65            0.0514
adders and majority gates               20             20            0.0217
buffers and inverters                  111            451            0.0416
DFF                                    173            173             0.447
muxes                                  151            151             0.146
other                                    2             10          0.000653
and+or+nand+nor                        467            467             0.194
stage by stage:
| step | std cells | utilization |
|---|---|---|
| final | 1779 | 0.663 |
| after global routing | 1779 | 0.663 |
| after CTS | 1779 | 0.663 |
| after detailed placement | 1577 | 0.607 |
| after global placement | 1577 | 0.607 |
| after floorplan | 1154 | - |
area by class of cell:
type	count	area, µm²
multi-input combinational	870	5910
clock inverter	186	843
inverter	24	93.8
tap	285	357
timing repair buffer	224	2180
clock buffer	17	425
fill	1856	7610
sequential	173	5150
power by group through the flow:
stage	sequential (mW)	clock (mW)	combinational (mW)
4_1_cts	0.896	1.14	0.0126
6_report	0.896	1.10	0.0124
5_1_grt	0.893	1.23	0.0138
what timing repair did:
item / 4_1_cts / 5_1_grt
gates resized: 0 / 1
endpoints found under the setup margin: 0 / 1
hold buffers: 0 / 0
setup buffers: 0 / 0
worst max-delay path: cells and delay by family (launching register included):
family                     cells  cell delay (ns)
adders and majority gates      1             0.34
buffers and inverters          3             0.65
and+or+nand+nor                2             0.47
DFF                            1             0.48
Power and IR drop assume default switching activity.
